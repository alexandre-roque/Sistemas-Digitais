==> flow/design.v <==
module somador1bit(X,Y,TE,S,TS);
	input X,Y,TE;
	output S,TS;
	assign S = X ^ Y ^ TE;
	assign TS = (Y & TE) | (X & TE) | (X & Y);
endmodule
module somador4bit(X, Y, TE, resultadoSoma, TS);
	input [3:0] X, Y;
	input TE;
	output [4:0] resultadoSoma;
	output TS;
	wire [3:0] S;
	wire [2:0] vaiUm;
	somador1bit bloco0 (X[0] , Y[0] , TE		 , S[0] , vaiUm[0]);
	somador1bit bloco1 (X[1] , Y[1] , vaiUm[0] , S[1] , vaiUm[1]);
	somador1bit bloco2 (X[2] , Y[2] , vaiUm[1] , S[2] , vaiUm[2]);
	somador1bit bloco3 (X[3] , Y[3] , vaiUm[2] , S[3] , TS      );
	assign resultadoSoma [4:0] = {TS , S[3:0]};
endmodule
==> flow/run.sh <==
#!/bin/bash
# OpenROAD 26Q1-2900-gdf79404cd8, Yosys 0.63+post, stock flow scripts
make -C /OpenROAD-flow-scripts/flow DESIGN_CONFIG=/design/flow/config.mk WORK_HOME=/design/flow/orfs finish
==> flow/config.mk <==
export PLATFORM = sky130hd
export DESIGN_NAME = somador4bit
export DESIGN_NICKNAME = somador4bit
export VERILOG_FILES = /design/flow/design.v
export SDC_FILE = /design/flow/constraint.sdc
export NUM_CORES = 4
export LEC_CHECK = 1
export CORE_AREA = 10 10 70 70
export DIE_AREA = 0 0 80 80
==> flow/constraint.sdc <==
current_design somador4bit

set clk_period 2.8
set clk_io_pct 0.2

create_clock -name clk0 -period $clk_period

set non_clock_inputs [all_inputs -no_clocks]
set_input_delay [expr $clk_period * $clk_io_pct] -clock clk0 $non_clock_inputs
set_output_delay [expr $clk_period * $clk_io_pct] -clock clk0 [all_outputs]
==> flow_metrics.py <==
# Generated from Yosys and OpenROAD reports
metrics = {
    "status": {
        "outcome": "completed",
    },
    "timing": {
        "rsz0062_at_grt": "true",
        "period_used_share": 0.998,
        "worstMarginPinSlew_ns": 0.100,
        "period_minus_slack_ns": 2.79,
        "timing.fmax_mhz": 358,
        "whs_ns": 1.87,
        "setup_viol": 0,
        "hold_viol": 0,
        "slew_headroom": 0.933,
        "drv_slew": 0,
    },
    "clock_network": {
        "post_cts_buffers": 0,
        "hold_buffers": 0,
    },
    "global_route": {
        "grt_overflow": 0,
        "globalRouteTotalUtil": 0.0125,
        "first_global_vias": 151,
        "grt_pass1_wl_um": 641,
        "grt_max_degree": 3,
        "antenna_found_initial": 0,
    },
    "synthesis": {
        "yosys_area_um2": 155,
        "synth_top_area_share": 0.516,
        "synth.distinct_cells": 3,
        "syn_area_um2": 155,
        "syn_avg_cell_area_um2": 8.17,
        "synthTopCellsByArea": "fa_1 52%, buf_4 24%, inv_1 24%",
        "syn_inst": 19,
        "ys_seq_share": 0,
        "synth.largest_area_cell": "fa_1",
        "ys_cells": 19,
        "synth_warnings": 0,
    },
    "worst_hold_path": {
        "hp-start": "Y[0]",
        "holdPathEnd": "resultadoSoma[0]",
        "holdCritPathClass": "input port to output port",
        "hold_depth": 5,
    },
    "critical_path": {
        "critPathMaxFanout": 1,
        "max_stage_delay_ns": 0.42,
        "cp-end-kind": "output port",
        "crit_buf_inv": 6,
        "crit_family": "adder cells",
        "critPathSlowestCell": "fa_2",
        "worstPathCellList": "buf_6 > inv_4 > fa_2 > inv_2 > fa_2 > fa_2 > inv_2 > fa_2 > inv_2 > buf_6",
        "arrival_ns": 2.23,
        "cpMostUsedCell": "fa_2",
        "start_kind": "input port",
        "critPathKind": "input port to output port",
        "cp.required_ns": 2.24,
    },
    "power_and_ir_drop": {
        "irDropWorstVdd_uv": 31.7,
        "power_leakage_uw": 0.000146,
        "cellPowerDensity_nw_per_um2": 164,
    },
    "final_layout": {
        "final_layout_size_suffix_gt1_frac": 0.517,
        "flops": 0,
        "fin_area_um2": 339,
        "area.sequential_um2": 0,
        "n_clock_buffer": 0,
        "syn_to_final_growth_pct": 119,
    },
    "place": {
        "io_buffers": 15,
        "place_area_um2": 325,
        "dpl.hpwl_um": 444,
        "place_congestion": 0.817,
    },
    "floorplanning": {
        "dieWidth_um": 80,
        "fp-utilization": 0.0454,
        "io_pins": 15,
        "num_rows": 21,
        "dieArea_um2": 6400,
        "fp.coreArea_um2": 3420,
        "die_y_um": 80,
    },
    "route": {
        "initialDrtViolationCount": 1,
        "routedWlPerCell_um": 6.27,
        "vias": 130,
        "first_pass_iters": 2,
        "antenna_cells": 0,
        "ant_nets": 0,
        "drc": 0,
        "wirelength_um": 470,
        "vias_per_cell": 1.73,
    },
    "flow_run": {
        "tool_warnings": 34,
        "drv_cap": 0,
    },
}
report_power, final:
part	internal, µW	switching, µW
logic	37.8	17.9
registers	0	0
clock network	0	0
layer usage:
metal	wire length (µm)	up-vias	global-route usage
met5	0	-	0
met4	0	0	0
met3	72	0	0.00568
met2	168	13	0.0169
met1	229	55	0.0187
li1	-	62	-
layout make-up:
| class | instances | area, µm² |
|---|---|---|
| inverters | 10 | 42.5 |
| fillers | 400 | 3080 |
| repair buffers | 15 | 149 |
| well taps | 46 | 57.6 |
| multi-input cells | 4 | 90.1 |
placed cells by master, fill, tap and decap left out:
cell type and n:
inv_1 3, inv_4 2, inv_2 5, fa_2 4, dlygate4sd2_1 5, buf_6 4, clkdlybuf4s50_1 6
cells by family after synthesis:
group	share of synthesized area
buffers and inverters	0.484
adder cells (fa/ha/maj)	0.516
worst max path at each step:
stage	startpoint	end	slack, ns	cells past startpoint
after CTS	TE	resultadoSoma[3]	-0.09	10
after global routing	TE	resultadoSoma[3]	-0.07	10
final	TE	resultadoSoma[3]	0.006	10
cell usage after synthesis:
cell type	n
buf_4	5
fa_1	4
inv_1	10
through the flow:
| step | TNS [ns] | instances | worst slack (ns) | util | power, µW |
|---|---|---|---|---|---|
| detailed placement | -2.72 | 75 | -0.854 | 0.0952 | 56.1 |
| floorplan | 0 | 19 | 0.103 | - | 26.4 |
| CTS | -0.0882 | 75 | -0.0882 | 0.0993 | 58.7 |
| global route | -0.0674 | 75 | -0.0674 | 0.0993 | 63.9 |
| finish | 0 | 75 | 0.00602 | 0.0993 | 55.7 |
| global placement | -2.55 | 75 | -0.810 | 0.0952 | 55.6 |
timing repair:
item,CTS,global route
pin swaps,4,3
gates resized,35,0
setup endpoints to repair,5,3
Power figures rest on the tool's default switching activity, not on a simulated workload.
