==> flow/design.v <==
module decodificador_case(A,B,C,D, a,b,c,d,e,f,g);
	input A,B,C,D;
	output a,b,c,d,e,f,g;
	assign a = (~B & ~D) | (C) | (B & D) | (A);
	assign b = (~B) | (~C & ~D) | (C & D);
	assign c = (~C) | (D) | (B);
	assign d = (~B & ~D) | (~B & C) | (C & ~D) | (B & ~C & D) | (A);
	assign e = (~B & ~D) | (C & ~D) | (B & ~C & D);
	assign f = (~C & ~D) | (B & ~D) | (A);
	assign g = (~B & C) | (B & ~C) | (B & ~D) | (A);
	wire[6:0] S;
	assign S = {a,b,c,d,e,f,g};
endmodule
==> flow/run.sh <==
#!/bin/bash
# OpenROAD 26Q1-2900-gdf79404cd8, Yosys 0.63+post, stock flow scripts
make -C /OpenROAD-flow-scripts/flow DESIGN_CONFIG=/design/flow/config.mk WORK_HOME=/design/flow/orfs finish
==> flow/config.mk <==
export PLATFORM = sky130hd
export DESIGN_NAME = decodificador_case
export DESIGN_NICKNAME = decodificador_case
export VERILOG_FILES = /design/flow/design.v
export SDC_FILE = /design/flow/constraint.sdc
export NUM_CORES = 4
export LEC_CHECK = 1
export CORE_AREA = 10 10 70 70
export DIE_AREA = 0 0 80 80
==> flow/constraint.sdc <==
current_design decodificador_case

set clk_period 1.6
set clk_io_pct 0.2

create_clock -name clk0 -period $clk_period

set non_clock_inputs [all_inputs -no_clocks]
set_input_delay [expr $clk_period * $clk_io_pct] -clock clk0 $non_clock_inputs
set_output_delay [expr $clk_period * $clk_io_pct] -clock clk0 [all_outputs]
==> flow_summary.ini <==
; generated from flow reports
[final_layout]
fillers = 406
drive_gt1_frac = 0.412
flop_area_um2 = 0
seq_cell_count = 0
final_area_um2 = 325
area_growth_pct = 136
fin_util = 0.0952
finalNonFillerCells = 80
clkbuf_count = 0

[sta]
fmax_mhz = 650
period_minus_slack_ns = 1.54
slew_headroom = 0.875
slew_viol_final = 0
rsz0062_at_grt = false
fin_tns_setup_ns = 0
hold-worst-slack_ns = 1.13
worst-slew-pin-transition_ns = 0.186
period_used_share = 0.961
finalWorstSetupSlack_ns = 0.0622
finalSetupViolations = 0
hold_violations = 0

[logic_synthesis]
synth.most_common_cell = inv_1
synth_chip_area_um2 = 138
largest_area_cell = ha_1
yosysUniqueCellTypes = 13
ys_warn_count = 0
syn_avg_cell_area_um2 = 7.24
synth.area.top_cells = ha_1, xor2_1, nor2b_4, nor3b_2, buf_6
common_cells = inv_1, ha_1, nor2_1, o21ai_1, xor2_1
netlist_area_um2 = 138
syn_inst = 19
yosys_cells = 19
top_area_frac = 0.182
synth_seq_share = 0

[power]
power_frac_seq = 0
net-switching-power_mw = 0.0237
p_per_area_mw_per_mm2 = 190
intPower_mw = 0.0381
p_comb_frac = 1.000
p_leak_nw = 0.133
peakVddDrop_uv = 25.1
clockPowerShare = 0
finalPower_mw = 0.0618
switching_share = 0.383

[global_routing]
grt_max_degree = 7
gr-total-overflow = 0
antenna_found_initial = 0
grt_pass1_wl_um = 841
grt_pass1_vias = 173
grt_use_total = 0.0159

[worst_setup_path]
slowest_stage = clkdlybuf4s50_1
critPathKind = primary input to output pin
cp_top_family = buffers and inverters
path_cells = buf_2 -> buf_6 -> xor2_1 -> nand2_1 -> clkdlybuf4s50_1
crit_path_end_kind = output pin
path_max_fanout = 3
slowest_delay_ns = 0.46
cp_num_buf_inv = 3
arrival_ns = 1.22
start_kind = primary input
cp_data_required_time_ns = 1.28

[die]
dieHeight_um = 80
fp_util = 0.0403
core_mm2 = 0.00342
die_x_um = 80
io_pins = 11
row_count = 21
dieArea_mm2 = 0.00640

[route]
vias_per_cell = 2.14
dr.pass1.iters = 2
first_iter_violations = 9
wirelength_um = 515
drtAntennaViolNets = 0
antenna_cells_inserted = 0
remaining_drc_errors = 0
wl_per_cell_um = 6.44
via_count = 171

[placement]
routabilityCongestion = 0.719
port_buffers = 11
dpl_cell_area_um2 = 324
pre_cts_ws_ns = -0.576
dp_cells = 79
dp_hpwl_um = 444

[worst_hold_path]
min-delay-path-class = primary input to output pin

[run_status]
status = finished, final reports clean

[run]
warnings = 33
maxCapViolCount = 0

[cts]
cts.hold.buffers_added = 0
## final timing paths
path	start	to	slack, ns	cells past startpoint
worst min-delay path	D	g	1.13	3
worst max-delay path	C	b	0.06	5
## cells in the final DEF (no fill, tap or decap), drive strengths merged
cell,count
nor3b,1
inv,3
nand2,1
xor2,2
nand2b,1
dlygate4sd2,6
ha,2
buf,8
nor2,2
clkdlybuf4s50,2
o21ai,2
o211ai,1
nand3,1
nor2b,2
## metal layers
metal	track usage	part of all wire	wire length [um]	up-vias
li1	-	-	-	91
met3	0.00341	0.14	72	0
met1	0.0224	0.38	196	73
met4	0	0	0	0
met5	0	0	0	-
met2	0.0257	0.48	247	7
## power by group through the flow
stage / registers [mW] / clock network [mW] / logic, mW
4_1_cts: 0 / 0 / 0.0645
5_1_grt: 0 / 0 / 0.0710
6_report: 0 / 0 / 0.0618
## repair_timing
| item | in CTS | in global routing |
|---|---|---|
| endpoints found under the setup margin | 7 | 1 |
| pin swaps | 2 | 0 |
| setup buffers | 1 | 0 |
| gates cloned | 0 | 0 |
| resized | 23 | 2 |
## cell families after synthesis
group,Yosys count,share of synthesized area
and+or+nand+nor,8,0.400
adders and majority gates,2,0.182
AOI/OAI and AO/OA,3,0.127
xor gates and xnor gates,2,0.127
buffers and inverters,4,0.164
## layout make-up
type | count | area [um2] | share of cell area
Multi-Input combinational cell | 15 | 125 | 0.385
Timing Repair Buffer | 16 | 131 | 0.404
Tap cell | 46 | 57.6 | 0.177
Inverter | 3 | 11.3 | 0.0346
Power and IR drop assume default switching activity.
