===== run.sh =====
#!/bin/bash
# OpenROAD 26Q1-2900-gdf79404cd8, Yosys 0.63+post, stock flow scripts
make -C /OpenROAD-flow-scripts/flow DESIGN_CONFIG=/design/flow/config.mk WORK_HOME=/design/flow/orfs finish

===== config.mk =====
export PLATFORM = sky130hd
export DESIGN_NAME = comparador4bit
export DESIGN_NICKNAME = comparador4bit
export VERILOG_FILES = /design/flow/design.v
export SDC_FILE = /design/flow/constraint.sdc
export NUM_CORES = 4
export LEC_CHECK = 1
export CORE_AREA = 10 10 70 70
export DIE_AREA = 0 0 80 80

===== constraint.sdc =====
current_design comparador4bit

set clk_period 2.7
set clk_io_pct 0.2

create_clock -name clk0 -period $clk_period

set non_clock_inputs [all_inputs -no_clocks]
set_input_delay [expr $clk_period * $clk_io_pct] -clock clk0 $non_clock_inputs
set_output_delay [expr $clk_period * $clk_io_pct] -clock clk0 [all_outputs]

===== design.v =====
module comparador1bit(A , B , Enable, Ig, Ma, Me);
	input A, B, Enable;
	output Ma, Me, Ig;
	assign Ma = (A & ~B) & Enable;
	assign Me = (~A & B) & Enable;
	assign Ig = (A ~^ B) & Enable;
endmodule
module comparador4bit(I, J, AIgualB, AMaiorB, AMenorB);
	input [3:0]I;
	input [3:0]J;
	output AIgualB, AMaiorB, AMenorB;
	wire[3:0] auxIgual;
	wire[3:0] auxMaior;
	wire[3:0] auxMenor;
	comparador1bit bloco3(I[3], J[3], 1, auxIgual[3], auxMaior[3], auxMenor[3]);
	comparador1bit bloco2(I[2], J[2], auxIgual[3], auxIgual[2], auxMaior[2], auxMenor[2]);
	comparador1bit bloco1(I[1], J[1], auxIgual[2], auxIgual[1], auxMaior[1], auxMenor[1]);
	comparador1bit bloco0(I[0], J[0], auxIgual[1], auxIgual[0], auxMaior[0], auxMenor[0]);
	assign AIgualB = auxIgual[0];
	assign AMaiorB = |auxMaior;
	assign AMenorB = |auxMenor;
endmodule

==> report_table.html <==
<!-- implementation run metrics -->
<table>
<tr><th>Metric</th><th>Value</th></tr>
<tr><th colspan="2">Status</th></tr>
<tr><td>Outcome</td><td>finished, final reports clean</td></tr>
<tr><th colspan="2">Die</th></tr>
<tr><td>Core Rows</td><td>21</td></tr>
<tr><td>Area of the die</td><td>6400 sq um</td></tr>
<tr><td>Die span in y</td><td>80 um</td></tr>
<tr><td>Chip width</td><td>80 um</td></tr>
<tr><td>Number of ports placed on the die boundary</td><td>11</td></tr>
<tr><td>Starting utilization of the core area</td><td>5.09%</td></tr>
<tr><td>Placeable core region</td><td>3420 sq um</td></tr>
<tr><th colspan="2">Flow run</th></tr>
<tr><td>Tool warning count</td><td>36</td></tr>
<tr><td>Max_cap viols</td><td>0</td></tr>
<tr><th colspan="2">Detailed routing</th></tr>
<tr><td>Post-route ant nets</td><td>0</td></tr>
<tr><td>Number of detailed-routing iterations run before antenna repair</td><td>2</td></tr>
<tr><td>Average routed wire per standard cell</td><td>6.51 um</td></tr>
<tr><td>Vias/cell</td><td>2.26</td></tr>
<tr><td>Total via count in the routed design</td><td>185</td></tr>
<tr><td>Initial drt markers</td><td>1</td></tr>
<tr><td>Count of antenna diodes in the layout</td><td>0</td></tr>
<tr><td>Number of design rule violations left after detail routing</td><td>0</td></tr>
<tr><td>Wire length reported by the detailed router</td><td>534 um</td></tr>
<tr><th colspan="2">Pwr</th></tr>
<tr><td>Leakage Power</td><td>0.162 nW</td></tr>
<tr><td>Total Power Consumption</td><td>45.4 uW</td></tr>
<tr><td>Peak VDD IR</td><td>15.6 uV</td></tr>
<tr><td>Power per cell area</td><td>123 nW/um^2</td></tr>
<tr><th colspan="2">Synthesis</th></tr>
<tr><td>Yosys stat cell total</td><td>25</td></tr>
<tr><td>Area leader, netlist</td><td>ha_1</td></tr>
<tr><td>Chip area line of the yosys report</td><td>174 sq um</td></tr>
<tr><td>Max-area cell share</td><td>57.6%</td></tr>
<tr><td>Cell area leaders</td><td>ha_1, inv_1, a21oi_1, o21ai_1, nand2_2</td></tr>
<tr><td>Yosys warning total</td><td>1</td></tr>
<tr><td>Synthesized cell area</td><td>174 sq um</td></tr>
<tr><td>Distinct lib cells</td><td>7</td></tr>
<tr><td>Mapped Cells</td><td>25</td></tr>
<tr><td>Synthesized area divided by synthesized cell count</td><td>6.96 sq um</td></tr>
<tr><td>Seq/Total Area, Yosys</td><td>0%</td></tr>
<tr><td>Leading post-synthesis cells by instance count</td><td>ha_1, inv_1, a21oi_1</td></tr>
<tr><th colspan="2">Placed design</th></tr>
<tr><td>Routability cong.</td><td>0.740</td></tr>
<tr><td>Placement Cell Area</td><td>342 sq um</td></tr>
<tr><td>Number of buffer cells added on primary ports</td><td>11</td></tr>
<tr><td>Estimated wirelength of the detail-placed design</td><td>500 um</td></tr>
<tr><td>Number of instances in the placed design</td><td>82</td></tr>
<tr><th colspan="2">Global route</th></tr>
<tr><td>Global-route wire length before repair</td><td>821 um</td></tr>
<tr><td>Total overflow reported by the global router</td><td>0</td></tr>
<tr><td>Initial antenna violation count</td><td>0</td></tr>
<tr><td>GRT Util Overall</td><td>1.57%</td></tr>
<tr><td>Maximum number of pins on one net before global-route repair</td><td>4</td></tr>
<tr><td>Vias in the first global route</td><td>211</td></tr>
<tr><th colspan="2">Timing</th></tr>
<tr><td>Relative max-transition margin</td><td>89.7%</td></tr>
<tr><td>Maximum clock frequency</td><td>384 MHz</td></tr>
<tr><td>Final Hold Violation Tally</td><td>0</td></tr>
<tr><td>Total count of max-transition violations in the final report</td><td>0</td></tr>
<tr><td>Setup repair after global routing missed its margin</td><td>false</td></tr>
<tr><td>Minimum clock period after layout</td><td>2610 ps</td></tr>
<tr><td>Final setup violation count</td><td>0</td></tr>
<tr><td>Sum Neg Setup Slack</td><td>0 ps</td></tr>
<tr><td>Cycle use final</td><td>96.5%</td></tr>
<tr><td>Measured slew at the worst slew-check pin</td><td>154 ps</td></tr>
<tr><th colspan="2">Final layout</th></tr>
<tr><td>Sequential cell count</td><td>0</td></tr>
<tr><td>Final Non-Filler Cells</td><td>82</td></tr>
<tr><td>Layout clock buffer count</td><td>0</td></tr>
<tr><td>Cell area after layout</td><td>370 sq um</td></tr>
<tr><td>Fill cell instance count of the final layout</td><td>400</td></tr>
<tr><td>MI comb area</td><td>173 sq um</td></tr>
<tr><td>Area taken by flip-flops and latches</td><td>0 sq um</td></tr>
<tr><td>Share of layout cells above drive strength 1</td><td>11.1%</td></tr>
<tr><td>Area grow syn2layout</td><td>113%</td></tr>
<tr><td>Utilization after layout</td><td>10.8%</td></tr>
<tr><th colspan="2">Worst setup path</th></tr>
<tr><td>Critical path endpoint category</td><td>output port</td></tr>
<tr><td>Setup crit start</td><td>I[3]</td></tr>
<tr><td>Worst endpoint required time</td><td>2160 ps</td></tr>
<tr><td>CP Max Fanout</td><td>3</td></tr>
<tr><td>Setup CP Type</td><td>in -&gt; out</td></tr>
<tr><td>Signal arrival time at the worst endpoint</td><td>2070 ps</td></tr>
<tr><td>Setup crit start kind</td><td>input port</td></tr>
<tr><th colspan="2">Worst hold path</th></tr>
<tr><td>Worst min-delay path category</td><td>in -&gt; out</td></tr>
<tr><td>Number of cells traversed by the worst hold path</td><td>6</td></tr>
<tr><td>Worst hold path endpoint</td><td>AMenorB</td></tr>
<tr><td>HP Start</td><td>I[2]</td></tr>
</table>
==> area by class of cell <==
class / instances / area share (%)
repair buffers: 11 / 29.7
inverters: 8 / 8.11
well taps: 46 / 15.5
multi-input cells: 17 / 46.6
==> placed cells by master (no fill, tap or decap) <==
cell type / count
inv_1: 8
clkdlybuf4s50_1: 11
o21ai_2: 1
o21ai_1: 1
ha_1: 6
nor2_1: 1
a21oi_1: 4
ha_4: 2
nand2_1: 1
nand2_2: 1
==> critical path, cell delays in order <==
cell	delay, ps
clkdlybuf4s50_1	480
inv_1	70
ha_4	280
nand2_2	60
o21ai_1	140
clkdlybuf4s50_1	490
==> how the worst max path moves through the flow <==
stage         endpoint  slack [ps]  cells past startpoint
CTS            AMaiorB          40                      6
global route   AMaiorB          10                      6
finish         AMaiorB          90                      6
==> routing by layer <==
layer / GRT usage [%] / wire [um]
met1: 1.65 / 230
met2: 3.37 / 278
met3: 0.114 / 25
met4: 0 / 0
met5: 0 / 0
==> stage by stage <==
| step | worst slack (ps) | hold WS [ps] |
|---|---|---|
| after floorplan | 1120 | 1250 |
| after global placement | 71.5 | 2280 |
| after detailed placement | 37.7 | 2280 |
| after CTS | 38.0 | 2280 |
| after global routing | 12.1 | 2340 |
| final | 93.6 | 2270 |
==> what timing repair did <==
item,CTS,global route
hold buffers,0,0
buffers inserted,0,0
setup endpoints to repair,0,2
resized,0,3
==> cells by family after synthesis <==
logic type | share of synthesized area, %
AND-OR/OR-AND | 17.3
adder cells (fa/ha/maj) | 57.6
buffers and inverters | 17.3
AND/OR/NAND/NOR | 7.91
==> power by group <==
part / switching (mW) / internal [mW]
clock: 0 / 0
sequential: 0 / 0
combinational: 0.0171 / 0.0283
total: 0.0171 / 0.0283
Power figures rest on the tool's default switching activity, not on a simulated workload.
